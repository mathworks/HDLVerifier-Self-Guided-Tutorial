`flow/design.v`:
```
module hdlverifier_capture_data #(parameter DATA_WIDTH = 8,
                                            ADDR_WIDTH = 5)(
    input clk,
    input clk_enable,
    input [DATA_WIDTH-1:0] data,
    input trigger,
    input buffer_enable,
    input [ADDR_WIDTH-1:0] trigger_pos,
    input [ADDR_WIDTH-1:0] number_of_windows,
	output reg ready_to_capture,						 
    input  reset,
    input  run,
    input  run_tck,
    input  immediate,
	input  enable_capture_ctrl,
    output flag_full,
    output has_clk,
    output reg [ADDR_WIDTH-1:0] captured_window_count,
    input  tck,
	input                  rd,
	input  [ADDR_WIDTH-1:0] raddr,
	output [DATA_WIDTH-1:0] rd_data
);
localparam DEPTH = 2**ADDR_WIDTH;
localparam DEPTH_MS2 = DEPTH-2;
localparam DEPTH_MS1 = DEPTH-1;							   
localparam STATE_IDLE        = 2'd0,
           STATE_CAPTURE_PRE = 2'd1,  
           STATE_CAPTURE_POS = 2'd2,  
           STATE_FULL        = 2'd3;
wire internal_trigger = trigger | immediate;
reg                   wr;
reg                   wr_d1;
reg  [ADDR_WIDTH-1:0] waddr;
reg  [DATA_WIDTH-1:0] data_wtrigger_info;
reg  [ADDR_WIDTH-1:0] ram_waddr;
reg                   reg_full;
reg                   reg_clk;
reg  [ADDR_WIDTH-1:0] wr_window_count_by1;
reg  [ADDR_WIDTH-1:0] wr_window_count_gray;
wire [ADDR_WIDTH-1:0] wr_window_count_gray_tckreg;
wire [ADDR_WIDTH-1:0] wr_window_count_bintck;
reg                   windw_captured_int;
reg                   windw_captured;
wire                  windw_captured_tck;
reg                   windw_captured_tck_d1;
reg                   windw_captured_tck_ed;
reg             [1:0] state_reg;
reg  [ADDR_WIDTH-1:0] window_size;
reg    [ADDR_WIDTH:0] window_size_plus1;
reg                   trigpos_eq_depth;
reg                   trigpos_eq_zero;
reg                   trigpos_nteq_zero;
reg  [ADDR_WIDTH-1:0] trigpos_ms1;
reg  [ADDR_WIDTH-1:0] windsze_ms_trig_pos;
reg  [ADDR_WIDTH-1:0] memory_depth_ms_windsz;
wire                  waddr_eq_windsz;
wire                  trigcond_met;
reg                   trigcond_met_tck;
reg                   capture_valid;
reg  [ADDR_WIDTH-1:0] pos_counter;
reg  [ADDR_WIDTH-1:0] pre_counter;
reg                   run_d1;
reg  [ADDR_WIDTH-1:0] wr_window_count;
reg                   trigcond_valid_met_d1;									  
reg                   trigger_bitinfo;
reg            [15:0] bitcount;
reg  [DATA_WIDTH-1:0] shift_reg;
wire clkEnableBuffer;
wire valid_after_triger;
reg valid_after_triger_d1;
reg trigcond_met_rem;
wire trigcond_valid_met;
always@(*) begin
    wr = (state_reg == STATE_CAPTURE_PRE && clk_enable) ? 1'b1:
                (state_reg == STATE_CAPTURE_POS && clk_enable) ? 1'b1:
                1'b0;
end
assign clkEnableBuffer = clk_enable && (~enable_capture_ctrl || buffer_enable);
always @(posedge clk) begin
  if (reset)
    wr_d1    <= 1'd0;
  else if (clk_enable)
    wr_d1    <= wr && (~enable_capture_ctrl || buffer_enable);
  else
    wr_d1    <= 1'd0;
end
always@(posedge clk or posedge reset) begin
    if(reset) begin
        reg_full <= 1'b0;
        reg_clk  <= 1'b0;
    end
    else begin
        reg_full <= (state_reg ==  STATE_FULL);    
        reg_clk  <= 1'b1;
    end
end            
hdlverifier_synchronizer #(.WIDTH(1)) s1(
    .clk(tck),
    .data_in(reg_full),
    .data_out(flag_full)
);
hdlverifier_synchronizer #(.WIDTH(1)) s2(
    .clk(tck),
    .data_in(reg_clk),
    .data_out(has_clk)
);
always @(posedge clk) begin
  if ((reset) || (!run))
    wr_window_count_by1 <= 'd0;
  else if (clkEnableBuffer) begin
    if ((trigcond_valid_met == 1'd1) && (state_reg == STATE_CAPTURE_PRE)) begin
      if (trigpos_eq_depth == 1'd1)
        wr_window_count_by1 <= wr_window_count_by1 + 'd1;
    end else if (state_reg == STATE_CAPTURE_POS) begin
      if (pos_counter == windsze_ms_trig_pos)
        wr_window_count_by1 <= wr_window_count_by1 + 'd1;
    end
  end else
    wr_window_count_by1 <= wr_window_count_by1;
end
always @(posedge clk) begin
  wr_window_count_gray <=  (wr_window_count_by1 >> 1) ^ wr_window_count_by1;  
end
hdlverifier_synchronizer #(.WIDTH(ADDR_WIDTH)) s3(
    .clk(tck),
    .data_in(wr_window_count_gray),
    .data_out(wr_window_count_gray_tckreg)
);
generate genvar i;
  for (i=0; i<ADDR_WIDTH; i=i+1) begin : gen_bin
    assign wr_window_count_bintck[i] = ^(wr_window_count_gray_tckreg>>i);
  end
endgenerate
always @(posedge tck) begin
  captured_window_count     <= wr_window_count_bintck;
end
always @ (posedge clk)
  window_size    <=  ((DEPTH) >> number_of_windows) - 1;
always @ (posedge clk)
  window_size_plus1 <= window_size + 'd1;
always @ (posedge clk)
  trigpos_eq_depth   <= (trigger_pos == window_size);
always @ (posedge clk)
  trigpos_eq_zero   <= (trigger_pos == 'd0);
always @ (posedge clk)
  trigpos_nteq_zero   <= (trigger_pos != 'd0);
always @ (posedge clk)
  trigpos_ms1   <= (trigger_pos - 'd1);
always @ (posedge clk)
  windsze_ms_trig_pos <= (window_size - trigger_pos) -1;
always @ (posedge clk)
  memory_depth_ms_windsz <= ((DEPTH) - (window_size_plus1));
assign waddr_eq_windsz   = (waddr == (window_size));
assign trigcond_met        = ((internal_trigger == 1'd1) && (capture_valid == 1'd1));
always @ (posedge clk) begin
if (valid_after_triger)
	trigcond_met_rem <= 1'b0;
else if((trigcond_met == 'd1)  && (buffer_enable == 'd1))
	trigcond_met_rem <= 1'b0;
else if(trigcond_met)
	trigcond_met_rem <= 1'b1;
end  
assign valid_after_triger = (trigcond_met_rem || trigcond_met) && buffer_enable;
always @(posedge clk) begin
	if(reset) begin
		valid_after_triger_d1 <= 'b0;
	end else if(buffer_enable)begin
		valid_after_triger_d1 <= valid_after_triger;
	end
end
always @(posedge clk) begin      
  if (reset)
    capture_valid <= 1'd0;
  else if ((clk_enable) && (trigcond_met) && (trigpos_nteq_zero))
    capture_valid <= 1'd0;
  else if ((!run_d1 && run) && (trigpos_eq_zero))
    capture_valid <= 1'd1;
  else if (state_reg == STATE_IDLE)
    capture_valid <= 1'd0;
  else if ((clkEnableBuffer) && (pre_counter >= (trigpos_ms1)) && (state_reg == STATE_CAPTURE_PRE))
    capture_valid <= 1'd1;
  else
    capture_valid <= capture_valid;
end
assign trigcond_valid_met = enable_capture_ctrl ? valid_after_triger : trigcond_met;
always@(posedge clk) begin
  if(reset) begin
    state_reg       <= STATE_IDLE;
    run_d1          <= 1'd0;
    pos_counter     <= 'd0;
    pre_counter     <= 'd0;
    waddr           <= 'd0;
  end else if (!run) begin
    state_reg       <= STATE_IDLE;
    run_d1          <= 1'd0;
    pre_counter     <= 'd0;
    pos_counter     <= 'd0;
    waddr           <= 'd0;
  end else begin
    case(state_reg)
      STATE_IDLE: begin
        waddr           <= 'd0;
        run_d1          <= run;
        pos_counter     <= 'd0;
        pre_counter     <= 'd0;
        if(!run_d1 && run)
            state_reg <= STATE_CAPTURE_PRE;
      end
      STATE_CAPTURE_PRE: begin
        if(clkEnableBuffer) begin
          if (waddr_eq_windsz)
            waddr <= 'd0;
          else
            waddr <= waddr + 'd1;
          if (trigcond_valid_met && trigpos_eq_depth)
            pre_counter <= 'd0;
          else
            pre_counter <= pre_counter + 1'b1;
          if(trigcond_valid_met == 1'd1) begin
            if(trigger_pos != window_size)
              state_reg <= STATE_CAPTURE_POS;
            else if ((trigpos_eq_depth == 1'd1) && (wr_window_count == memory_depth_ms_windsz))
              state_reg <= STATE_FULL;
            else if (trigpos_eq_depth == 1'd1)
              state_reg <= STATE_CAPTURE_PRE;
            else
              state_reg <= STATE_CAPTURE_PRE;
          end                    
        end
      end
      STATE_CAPTURE_POS: begin
        if(clkEnableBuffer) begin                    
           pre_counter <= 'd0;
          if (waddr_eq_windsz)
            waddr <= 'd0;
          else
            waddr <= waddr + 'd1;
          if ((pos_counter == windsze_ms_trig_pos) && (wr_window_count == memory_depth_ms_windsz)) begin
            state_reg   <= STATE_FULL;
            pos_counter <= 'd0;                    
          end else if (pos_counter == windsze_ms_trig_pos) begin
            state_reg   <= STATE_CAPTURE_PRE;
            pos_counter <= 'd0;                    
          end else begin
            state_reg   <= STATE_CAPTURE_POS;
            pos_counter <= pos_counter + 'd1;                    
          end
        end
      end
      STATE_FULL: begin
        if(!run) begin
          state_reg <= STATE_IDLE;
        end
      end
      default: 
        state_reg <= STATE_IDLE;
    endcase
  end
end
always @(posedge clk) begin
  if ((reset) || (state_reg == STATE_IDLE))
    wr_window_count <= 'd0;
  else if (clkEnableBuffer) begin
    if ((trigcond_valid_met == 1'd1) && (state_reg == STATE_CAPTURE_PRE)) begin
      if (trigpos_eq_depth == 1'd1)
        wr_window_count <= wr_window_count + window_size_plus1;
	end else if (state_reg == STATE_CAPTURE_POS) begin
		if (pos_counter == windsze_ms_trig_pos)
			wr_window_count <= wr_window_count + window_size_plus1;
    end
  end else
    wr_window_count <= wr_window_count;
end
always @ (posedge clk) begin
if((run == 1) && (!run_d1)) 
	ram_waddr <= 'd0;
else
  ram_waddr <= wr_window_count + waddr;
end
always @ (posedge clk) begin
  if (reset)
    trigcond_valid_met_d1 <= 1'b0;
  else
    trigcond_valid_met_d1 <= trigcond_valid_met && clk_enable;
end
always @ (*) begin
  if ((state_reg == STATE_CAPTURE_PRE) && (trigcond_valid_met)) begin
    if (trigpos_eq_zero)
	  trigger_bitinfo = 1'd1;
	else if (trigcond_valid_met_d1 == 1'd0)
	  trigger_bitinfo = 1'd1;
	else
	  trigger_bitinfo = 1'd0;
  end else
    trigger_bitinfo = 1'd0;
end
always @ (posedge clk) begin
  data_wtrigger_info <= {trigger_bitinfo, data[DATA_WIDTH-2:0]};
end
hdlverifier_dcram #(.DATA_WIDTH(DATA_WIDTH), .ADDR_WIDTH(ADDR_WIDTH)) u_dcram(
    .wdata(data_wtrigger_info),
    .raddr(raddr),
    .waddr(ram_waddr),
    .wr(wr_d1),
    .rd(rd),
    .rclk(tck),
    .wclk(clk),
    .q(rd_data));
always @(posedge clk)
begin
  if ((reset) || (!run))
    ready_to_capture <= 1'd0;
  else if (clk_enable)
  begin
    if (waddr == (DEPTH_MS2))
      ready_to_capture <= 1'd0;
    else if (waddr == DEPTH_MS1)
      ready_to_capture <= 1'd0;
  end
  else if (waddr == (DEPTH_MS1))
    ready_to_capture <= ~ready_to_capture;
  else if (state_reg ==  STATE_FULL)
    ready_to_capture <= 1'd0;
  else if (run && (trigger || immediate))
    ready_to_capture <= 1'd1;
end
endmodule
module hdlverifier_dcram #(parameter DATA_WIDTH = 8,
                                     ADDR_WIDTH = 5)(
    input [DATA_WIDTH - 1:0] wdata,
    input [ADDR_WIDTH - 1:0] raddr, 
    input [ADDR_WIDTH - 1:0] waddr,
    input wr,
    input rd, 
    input rclk, 
    input wclk,
    output reg [DATA_WIDTH - 1:0] q
);
    localparam DEPTH = 2**ADDR_WIDTH;
    (* ramstyle = "no_rw_check" *) reg [DATA_WIDTH - 1:0] ram [DEPTH - 1:0]; 
    always @ (posedge wclk) begin       
        if (wr)
            ram[waddr] <= wdata;
    end
    always @ (posedge rclk) begin
        if (rd)
            q <= ram[raddr];
    end
endmodule
module hdlverifier_synchronizer #(parameter WIDTH = 10)(
    input clk,
    input [WIDTH-1:0] data_in,
    output reg [WIDTH-1:0] data_out
);
reg [WIDTH-1:0] data_reg;
always@(posedge clk) begin
    begin
        data_reg <= data_in;
        data_out <= data_reg;
    end
end
endmodule
```
`flow/run.sh`:
```
#!/bin/bash
# OpenROAD 26Q1-2900-gdf79404cd8, Yosys 0.63+post, stock flow scripts
make -C /OpenROAD-flow-scripts/flow DESIGN_CONFIG=/design/flow/config.mk WORK_HOME=/design/flow/orfs finish
```
`flow/config.mk`:
```
export PLATFORM = sky130hd
export DESIGN_NAME = hdlverifier_capture_data
export DESIGN_NICKNAME = hdlverifier_capture_data
export VERILOG_FILES = /design/flow/design.v
export SDC_FILE = /design/flow/constraint.sdc
export NUM_CORES = 4
export LEC_CHECK = 1
export CORE_UTILIZATION = 40
```
`flow/constraint.sdc`:
```
current_design hdlverifier_capture_data

set clk_period 2.4
set clk_io_pct 0.2

create_clock -name clk0 -period $clk_period [get_ports {clk}]
create_clock -name clk1 -period $clk_period [get_ports {tck}]

set non_clock_inputs [all_inputs -no_clocks]
set_input_delay [expr $clk_period * $clk_io_pct] -clock clk0 $non_clock_inputs
set_output_delay [expr $clk_period * $clk_io_pct] -clock clk0 [all_outputs]
```
==> results_dict.tcl <==
# metrics dict for downstream scripts
set metrics [dict create \
    outcome "finished clean" \
    fill_cells 2820 \
    relSlewSlack_pct 52.8 \
    regMostFlops "u_dcram.ram" \
    gr-usage-met3_pct 8.49 \
    wl_per_cell_um 18.8 \
    power_uw 13300 \
    dieArea_um2 36400 \
    r2r_slack_ns 0.18 \
    tool_warnings 29 \
    synth-edff-count 264 \
    yosys_area_um2 14200 \
    synthCells 835 \
    grt_pass1_vias 7853 \
    reg2reg_from "wr_window_count[0]" \
    irDropWorstVdd_mv 0.506 \
    rsz0062_at_grt "false" \
    cp-start-kind "flop" \
    top_area_share_pct 55.7 \
    grtUsageMet1_pct 23.6 \
    dr.pass1.iters 6 \
    core_area_um2 34800 \
    antenna_cells 0 \
    dpl.hpwl_mm 18.0 \
    final_layout_size_suffix_gt1_share_pct 21.3 \
    ys_cells 835 \
    pre_cts_ws_ns -0.0943 \
    critPathRequiredTime_ns 2.84 \
    track_usage_pct 17.0 \
    path_clk_slew_ns 0.06 \
    ys_top_cells_by_count "edfxtp_1, dfxtp_1, mux4_2, nor2_1, a21oi_1" \
    port_buffers 46 \
    grt_max_degree 33 \
    r2r_cells 7 \
    fp_util_pct 40.9 \
    powerDensity_nw_per_um2 787 \
    die_h_um 191 \
    grt_pass1_wl_mm 43.0 \
    ff_type "edfxtp_1" \
    reg2reg_to "wr_window_count[2]" \
    hold_buffers 0 \
    ant_nets 0 \
    p_leak_uw 0.00584 \
    ys.flops 366 \
    ioPinCount 50 \
    timing.hold.ws_ns 0.326 \
    vias_per_cell 5.08 \
    largestRegisters "u_dcram.ram: 256 flops, data_wtrigger_info: 8 flops, u_dcram.q: 8 flops" \
    dieWidth_um 191 \
    grt_use_met2_pct 25.8 \
    cp-end-kind "flop" \
    path_delay_family "adder cells" \
    syn_avg_cell_area_um2 17.1 \
    slew_violations 0 \
    cp.arrival_ns 2.66 \
    grt.overflow.total 0 \
    yosysMostFrequentCell "edfxtp_1" \
    ys_warn_count 4 \
    ys_seq_share_pct 70.1 \
    antenna_found_initial 0 \
    synthDistinctLibCells 51 \
    endpoint "wr_window_count[2]" \
    cts.sinks 366 \
    worst_pin_slew_ns 0.701 \
    clock-skew-final_ns 0.0237 \
    area_growth_pct 19.1 \
    cts_resized 0 \
    rows 68 \
    drc 0 \
    drt-total-wl_mm 27.1 \
    largest_register_ffs 256 \
    cp.depth 7 \
    cts_setup_buffers 0 \
    critPathMaxStageDelay_ns 0.60 \
    setup_ws_ns 0.181 \
    synthArstFlopShare_pct 0.546 \
    num_vias 7334 \
    gp_congestion 0.856 \
    slowest_stage "or4b_2" \
    hold_viol_final 0 \
    worstPathCellList "ha_1 > inv_1 > fa_1 > xnor2_1 > or4b_2 > a21oi_1 > o21bai_1" \
    synth_area_um2 14200 \
    path_max_fanout 4 \
    path_buffers 1 \
    criticalPathCategory "flop to flop" \
    dr.first_iter.drc_count 399 \
    area_leaders "edfxtp_1, dfxtp_1, mux4_2" \
    cp-startpoint "wr_window_count[0]" \
    hold_path_class "flop to flop" \
    cts_tree "yes" \
    finalSetupViolCount 0 \
    cap_violations 0 \
    top_usage_layer "met2" \
    top_area_cell "edfxtp_1" \
]
-- per-stage QoR --
| stage | setup TNS [ns] | instances | utilization, % | area, um2 |
|---|---|---|---|---|
| 2_1_floorplan | 0 | 835 | - | 14200 |
| 3_3_place_gp | -0.704 | 1374 | 45.2 | 15700 |
| 3_5_place_dp | -0.788 | 1374 | 45.2 | 15700 |
| 4_1_cts | 0 | 1443 | 48.7 | 17000 |
| 5_1_grt | 0 | 1443 | 48.7 | 17000 |
| 6_report | 0 | 1443 | 48.7 | 17000 |
-- where the power goes --
group	switching [uW]	leakage [uW]	internal, uW
clock	2400	0.000593	3350
sequential	44.0	0.00323	6840
combinational	342	0.00201	362
-- cell families after synthesis --
family,Yosys count,share of synthesized area [%]
buffers and inverters,57,1.72
AND-OR/OR-AND,79,3.31
AND/OR/NAND/NOR,163,5.59
adder cells (fa/ha/maj),32,2.97
multiplexers,89,13.4
XOR/XNOR,48,2.95
flip-flops,366,70.1
other,1,0.0263
-- how the worst min path moves through the flow --
stage                          start        endpoint  slack (ns)  cells past startpoint
after CTS             s3.data_reg[1]  s3.data_out[1]        0.33                      0
after global routing  s3.data_reg[2]  s3.data_out[2]        0.34                      0
final                 s3.data_reg[2]  s3.data_out[2]        0.33                      0
-- per-layer routing --
metal | routed length [um] | part of all wire, %
met3 | 2600 | 9.6
met4 | 599 | 2.2
met2 | 12800 | 47
met1 | 11100 | 41
met5 | 0 | 0
-- final cells by class --
type                    count  area (um2)  area share, %
inverters                  30         113          0.664
clock buffers              48        1050           6.21
clock inverters            21         173           1.02
flip-flops and latches    366        9980           58.9
multi-input cells         412        4020           23.7
repair buffers            111        1050           6.21
well taps                 455         569           3.36
-- cell usage in the layout, fill, tap and decap left out, drive strengths merged, types with 2 or more instances in the layout --
| master | instances |
|---|---|
| a211oi | 2 |
| a21o | 6 |
| a21oi | 31 |
| a22oi | 2 |
| a31oi | 4 |
| and3 | 3 |
| buf | 67 |
| bufinv | 2 |
| clkbuf | 48 |
| clkdlybuf4s50 | 44 |
| clkinv | 17 |
| dfrtp | 2 |
| dfxtp | 100 |
| edfxtp | 264 |
| fa | 3 |
| ha | 29 |
| inv | 31 |
| mux2 | 8 |
| mux4 | 80 |
| nand2 | 24 |
| nand2b | 3 |
| nand3 | 18 |
| nand3b | 5 |
| nand4 | 2 |
| nand4b | 4 |
| nor2 | 67 |
| nor2b | 6 |
| nor3 | 11 |
| nor3b | 4 |
| o21a | 4 |
| o21ai | 17 |
| o22ai | 2 |
| o31ai | 5 |
| or2 | 2 |
| or3 | 5 |
| or3b | 2 |
| or4 | 4 |
| xnor2 | 25 |
| xor2 | 23 |
Power and IR drop assume default switching activity.
